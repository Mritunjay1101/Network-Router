===== /design/flow/config.mk =====
export PLATFORM = sky130hd
export DESIGN_NAME = router_fsm
export DESIGN_NICKNAME = router_fsm
export VERILOG_FILES = /design/flow/design.v
export SDC_FILE = /design/flow/constraint.sdc
export NUM_CORES = 4
export LEC_CHECK = 1
export CORE_AREA = 10 10 70 70
export DIE_AREA = 0 0 80 80

===== /design/flow/design.v =====
module router_fsm(clock,resetn,pkt_valid,busy,parity_done,data_in,soft_reset_0,soft_reset_1,soft_reset_2,
fifo_full,low_pkt_valid,fifo_empty_0,fifo_empty_1,fifo_empty_2,detect_add,ld_state,laf_state,
full_state,lfd_state,write_enb_reg,rst_int_reg);
input fifo_empty_0,fifo_empty_1,fifo_empty_2,clock,resetn,pkt_valid,parity_done,soft_reset_0,soft_reset_1,soft_reset_2,
fifo_full,low_pkt_valid;
input [1:0]data_in;
output busy,detect_add,ld_state,laf_state,
full_state,lfd_state,write_enb_reg,rst_int_reg;
parameter DECODE_ADDRESS=3'b000,
			LOAD_FIRST_DATA = 3'b001,
			LOAD_DATA=3'b010,
			FIFO_FULL_STATE=3'b011,
			LOAD_AFTER_FULL =3'b100,
			LOAD_PARITY=3'b101,
			CHECK_PARITY_ERROR=3'b110,
			WAIT_TILL_EMPTY=3'b111;
reg[2:0]state=DECODE_ADDRESS;
always @(posedge clock)
begin
case(state)
DECODE_ADDRESS  :  begin if(soft_reset_0||soft_reset_1||soft_reset_2)
							state= DECODE_ADDRESS;
					if((pkt_valid&&(data_in==0)&&fifo_empty_0)||(pkt_valid&&(data_in==1)&&fifo_empty_1)
							||(pkt_valid&&(data_in==2)&&fifo_empty_2))
							state = LOAD_FIRST_DATA;
					if((pkt_valid&&(data_in==0)&&(!fifo_empty_0))||(pkt_valid&&(data_in==1)&&(!fifo_empty_1))
							||(pkt_valid&&(data_in==2)&&(!fifo_empty_2)))
							state = WAIT_TILL_EMPTY;
							end
LOAD_FIRST_DATA	:   state= LOAD_DATA;
LOAD_DATA    	:   begin if(soft_reset_0||soft_reset_1||soft_reset_2)
							state= DECODE_ADDRESS; 
					if(fifo_full)
					state=FIFO_FULL_STATE;
					else if(!fifo_full&&!pkt_valid)
					state=LOAD_PARITY;
					else
					state=LOAD_DATA;
					end
FIFO_FULL_STATE : begin  if(soft_reset_0||soft_reset_1||soft_reset_2)
							state= DECODE_ADDRESS;
					if(!fifo_full)
					state= LOAD_AFTER_FULL;
					else
					state= FIFO_FULL_STATE;
					end
LOAD_AFTER_FULL :   begin if(soft_reset_0||soft_reset_1||soft_reset_2)
							state= DECODE_ADDRESS;
							if(parity_done)
							state=DECODE_ADDRESS;
							else if(!parity_done&& !low_pkt_valid)
							state= LOAD_DATA;
							else if(!parity_done&& low_pkt_valid)
							state=LOAD_PARITY;
					end
LOAD_PARITY		:			begin if(soft_reset_0||soft_reset_1||soft_reset_2)
							state= DECODE_ADDRESS;
							else
							state= CHECK_PARITY_ERROR;
							end
CHECK_PARITY_ERROR:      begin if(soft_reset_0||soft_reset_1||soft_reset_2)
							state= DECODE_ADDRESS;
							if(fifo_full)
							state= FIFO_FULL_STATE;
							if(!fifo_full)
							state=DECODE_ADDRESS;
						end
WAIT_TILL_EMPTY	:    	begin  if(soft_reset_0||soft_reset_1||soft_reset_2)
							state= DECODE_ADDRESS;
							if((fifo_empty_0 && (data_in==0))||(fifo_empty_1 && (data_in==1))
							||(fifo_empty_2 && (data_in==2)))							
						state = LOAD_FIRST_DATA;
							else
							state = WAIT_TILL_EMPTY;
						end
default         :      state= DECODE_ADDRESS;    						
endcase
end
assign detect_add=(state==DECODE_ADDRESS)?1'b1:1'b0;
assign ld_state=(state==LOAD_DATA)?1'b1:1'b0;
assign lfd_state=(state==LOAD_FIRST_DATA)?1'b1:1'b0;
assign full_state=(state==FIFO_FULL_STATE)?1'b1:1'b0;
assign laf_state= (state==LOAD_AFTER_FULL)?1'b1:1'b0;
assign rst_int_reg=(state==CHECK_PARITY_ERROR)?1'b1:1'b0;
assign write_enb_reg=(state==LOAD_AFTER_FULL||state==LOAD_DATA||state==LOAD_PARITY)?1'b1:1'b0;
assign busy=(state==DECODE_ADDRESS||state==LOAD_DATA)?1'b1:1'b0;
endmodule

===== /design/flow/constraint.sdc =====
current_design router_fsm

set clk_period 1.9
set clk_io_pct 0.2

create_clock -name clk0 -period $clk_period [get_ports {clock}]

set non_clock_inputs [all_inputs -no_clocks]
set_input_delay [expr $clk_period * $clk_io_pct] -clock clk0 $non_clock_inputs
set_output_delay [expr $clk_period * $clk_io_pct] -clock clk0 [all_outputs]

===== /design/flow/run.sh =====
#!/bin/bash
# OpenROAD 26Q1-2900-gdf79404cd8, Yosys 0.63+post, stock flow scripts
make -C /OpenROAD-flow-scripts/flow DESIGN_CONFIG=/design/flow/config.mk WORK_HOME=/design/flow/orfs finish

==> Changelog: implementation <==
## Implementation

- Status: finished, final reports clean
- Post-Synth Simple-Gate Area: 0.324
- Area delta synth->final: 96.5%
- Max reg flops: 3
- Die height: 80 um
- CP max FO: 5
- Post-synth regs: 3
- Clk slew on worst S/H paths: 0.04 ns
- Num Clock Sinks: 3
- Worst path bufs/invs: 2
- Core footprint: 0.00342 mm^2
- Sw frac: 0.363
- Top cells by area: dfxtp_1 (19%), a21oi_1 (14%), nor4_4 (6.6%), nor3_1 (4.7%), o21ai_0 (4.7%)
- Routed WL per cell: 10.2 um
- Critical path launch point type: flop
- Post-layout worst setup margin: 0.118 ns
- Max stage delay on crit path: 0.49 ns
- Antenna viol nets, final: 0
- Synth area leader: dfxtp_1
- GR Overflow Total: 0
- Number of port buffers: 20
- Xor+xnor area frac: 0
- Reg power frac: 0.250
- Root Driver: clkbuf_4
- Hold Path Class: flop to flop
- Comb area leader: AND-OR/OR-AND gates
- Worst Path Required: 1.52 ns
- RSZ-0062 raised after global routing: no
- Crit path depth: 3
- CTS Buffer Depth: 2
- Netlist Area Pre-Place: 320 um^2
- # IOs: 22
- Setup tns final: 0 ns
- Area leader share: 0.188
- Vias per cell: 3.56
- Synth Seq Share: 0.188
- CP max-delay cell: clkdlybuf4s50_1
- Worst r2r path cells: 5
- Placed cell area: 578 um^2
- FILL cells: 376
- Fmax: 561 MHz
- Total chip power: 0.754 mW
- Largest net degree at the start of global routing: 12
- Tool warning count: 26
- Initial antenna violation count: 0
- Fin. max-slew vios: 0
- Hold Crit Start: state[1]
- Switching component of the power: 0.273 mW
- Final Critical Period: 1.78 ns
- Worst VDD drop: 0.264 mV
- Fp_density: 0.0938
- Crit-path leading delay family: buffers and inverters
- CTS buffer count: 3
- RePlAce Congestion: 0.728
- Mapped Cells: 44
- Final HPWL from detailed placement: 958 um
- Worst slew pin tran: 0.226 ns
- First-pass GRT wire length: 1880 um
- Int Power: 0.481 mW
- Fin. Hold Viols: 0
- Yosys chip area: 320 um^2
- Crit. End Element: output port
- Critical path startpoint: state[0]
- RR Startpoint: state[1]
- Tcrit/Tclk final: 0.938
- CTS H-tree lvls: 1
- WP data arrival: 1.40 ns
- Setup violations, final: 0
- Clk Latency, worst-skew pair: 0.23 ns
- Detailed Route Iter0 Violations: 46
- CTS tree: yes
- Comb power frac: 0.602
- Rel. slew slack: 0.849
- Leak: 0.253 nW
- Vias in the first global route: 416
- Adder Area Share: 0
- RR Endpoint: state[2]
- Worst R2R Setup Slack: 0.69 ns
- Full die area: 0.00640 mm^2
- Post-Route WL: 1170 um
- DRT Pass-1 Iters: 5
- Avg Inst Size Synth: 7.28 um^2
- Via count: 409
- Clk pwr share: 0.149
- Ys cells: 44
- Aoi share: 0.348
- Warnings, synthesis: 1
- Chip width: 80 um
- Total track usage: 0.0354
- Hold_ws: 0.564 ns
- PD cells: 1200 mW/mm^2
- CP Capture Point: laf_state
- Max cap viols: 0
- Clock skew: 0.000780 ns
- Cell chain of the critical path: buf_4 -> nor3_1 -> clkdlybuf4s50_1
- Cell area after layout: 629 um^2
- Multiplexer share: 0.0469
- Layout cell share with drive strength beyond 1: 0.232
- Std cell rows: 21
- Antenna Cells: 0
- DRC Markers: 0
- Crit Path Category: flop to output port
- Netlist cell types: 22
- Pre-CTS setup slack: 0.169 ns
-- per-stage QoR --
step                       util  instances
after detailed placement  0.169        110
after CTS                 0.183        115
after global placement    0.169        110
after floorplan               -         44
final                     0.184        115
after global routing      0.184        115
-- worst min-delay path, cell delays in order (launching register included) --
cell and delay (ns):
dfxtp_2 0.37, o21ai_0 0.09, a21oi_1 0.06
-- metal layers --
layer / track usage / vias up / wire, um
met5: 0 / - / 0
met4: 0.0158 / 0 / 0
li1: - / 213 / -
met3: 0.00795 / 0 / 79
met1: 0.0370 / 181 / 442
met2: 0.0650 / 15 / 648
-- worst min path at each step --
stage	slack, ns	to	cells after the start
4_1_cts	0.57	state[0]	2
5_1_grt	0.60	state[0]	2
6_report	0.56	state[0]	2
-- cells in the final DEF (no fill, tap or decap) --
| cell type | count |
|---|---|
| clkdlybuf4s50_1 | 18 |
| a21oi_1 | 9 |
| inv_1 | 4 |
| nor3_1 | 3 |
| o21ai_0 | 3 |
| clkbuf_4 | 3 |
| inv_2 | 2 |
| and3_1 | 2 |
| nor2_1 | 2 |
| nand3_1 | 2 |
| buf_4 | 2 |
| dfxtp_4 | 2 |
| nor2_2 | 1 |
| and2_1 | 1 |
| nor4_4 | 1 |
| and2b_4 | 1 |
| mux2_4 | 1 |
| a221oi_2 | 1 |
| nor3b_1 | 1 |
| a2bb2oi_1 | 1 |
| o2bb2ai_1 | 1 |
| or3_4 | 1 |
| o221a_1 | 1 |
| nand2_1 | 1 |
| o21bai_1 | 1 |
| clkbuf_1 | 1 |
| dlygate4sd2_1 | 1 |
| dlymetal6s2s_1 | 1 |
| dfxtp_2 | 1 |
-- synth_stat cells --
cell,number
a21oi_1,9
inv_1,4
dfxtp_1,3
nor2_1,3
nor3_1,3
o21ai_0,3
and3_1,2
inv_2,2
nand3_1,2
a221oi_2,1
a2bb2oi_1,1
and2_1,1
and2b_4,1
buf_4,1
mux2_4,1
nand2_1,1
nor3b_1,1
nor4_4,1
o21bai_1,1
o221a_1,1
o2bb2ai_1,1
or3_1,1
-- final cells by class --
type / count / area, um^2 / area share
multi-input cells: 34 / 238 / 0.378
flip-flops and latches: 3 / 68.8 / 0.109
well taps: 46 / 57.6 / 0.0915
repair buffers: 22 / 216 / 0.344
inverters: 6 / 22.5 / 0.0358
clock buffers: 4 / 26.3 / 0.0417
-- power groups by stage --
stage | registers (mW) | logic (mW) | clock network, mW
global route | 0.200 | 0.502 | 0.136
finish | 0.188 | 0.454 | 0.112
CTS | 0.183 | 0.466 | 0.121
-- repair_timing --
action,CTS,global route
setup buffers,1,0
pin swaps,1,0
hold buffers,0,0
gates resized,7,2
endpoints found under the setup margin,3,1
-- cell families (layout without fill, tap and decap cells) --
kind of cell	Yosys count	count (layout)
buf+inv	7	32
flops	3	3
compound gates	17	17
mux	1	1
simple gates	16	16
Power is estimated from default activity; no workload was simulated.
